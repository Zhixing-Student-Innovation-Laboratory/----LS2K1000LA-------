==> design/flow/design.v <==
module DAC
(
    input wire	sys_clk,
    input wire	sys_rst_n,
	input wire	[3:0]	DA1_mode,
    input wire	[3:0]	DA2_mode,
    input wire	[11:0]	TIG_mode,
    output reg LDAC,
    output reg SYNC,
    output reg SCLK,
    output reg DIN
);
reg	[1:0] channel;
reg	key_flag;
reg	[26:0]	flag_cnt;
reg [15:0]	Data;
reg [2:0]	DA1_mode_temp;
reg [2:0]	DA2_mode_temp;
parameter       IDLE  = 2'b01,           
                WREN  = 2'b10;           
reg         [3:0]           state;
reg         [1:0]           cnt_clk1;         
reg         [5:0]           cnt_clk2;         
reg         [1:0]           cnt_clk3;         
reg         [3:0]           cnt_byte;
reg         [1:0]           cnt_sck;
reg         [3:0]           cnt_bit;         
integer i;
reg [11:0]nnn;
initial
	begin
		LDAC <= 1'b0;
        Data <= 16'b0000_1000_1111_000_0;
	end
always@(posedge sys_clk or negedge sys_rst_n)
	if(sys_rst_n == 1'b0)
    	begin
        key_flag <= 1'b0;
        flag_cnt <= 27'd0;
        end
     else   
        begin
        if(flag_cnt == 27'd10_000_000)
        	begin
        	key_flag <= 1'b1;
            flag_cnt <= 27'd0;
            channel <= channel + 1'b1;
            if(channel == 2'd0)
            	begin
                case(DA1_mode)
                4'd0:Data <= 16'b1100_1101_1100_000_0;
   				4'd1:Data <= 16'b0011_0111_1100_000_0;
   				4'd2:Data <= 16'b1001_0010_0010_000_0;
   				4'd3:Data <= 16'b1001_1011_1010_000_0;
   				4'd4:Data <= 16'b0000_0111_1000_000_0;
   				4'd5:Data <= 16'b1110_1010_0100_000_0; 
   				4'd6:Data <= 16'b0111_0111_1100_000_0;
   				4'd7:Data <= 16'b0001_0010_0010_000_0;
   				4'd8:Data <= 16'b0110_1111_1010_000_0;
   				4'd9:Data <= 16'b0100_0111_1000_000_0;
   				4'd10:Data <= 16'b0000_1010_0100_000_0; 
   				4'd11:Data <= 16'b0000_0111_0100_000_0; 
   				4'd12:Data <= 16'b0101_1110_1100_000_0; 
   				4'd13:Data <= 16'b0000_0011_1100_000_0; 
   				4'd14:Data <= 16'b0000_0001_1010_000_0; 
   				4'd15:Data <= 16'b0000_0001_1010_000_0; 
   				default : Data <= 16'b0000_0000_0000_000_0;
   				endcase
                end
            else if(channel == 2'd1)
            	begin
                case(DA2_mode)
                4'd0:Data <= 16'b0001_0111_1100_100_0;
   				4'd1:Data <= 16'b1001_0100_0010_100_0;
   				4'd2:Data <= 16'b1111_1110_0010_100_0;
   				4'd3:Data <= 16'b1000_0111_1010_100_0; 
   				4'd4:Data <= 16'b1011_0010_0100_100_0; 
   				4'd5:Data <= 16'b0011_0011_0100_100_0; 
   				4'd6:Data <= 16'b0010_0100_0010_100_0; 
   				4'd7:Data <= 16'b1111_0001_0010_100_0;
   				4'd8:Data <= 16'b1000_0000_0110_100_0; 
   				4'd9:Data <= 16'b0000_1010_0100_100_0;
   				4'd10:Data <= 16'b0101_0011_0100_100_0; 
   				4'd11:Data <= 16'b0111_1000_1100_100_0; 
   				4'd12:Data <= 16'b0100_1010_1100_100_0;
   				4'd13:Data <= 16'b1000_1011_1100_100_0;
   				4'd14:Data <= 16'b0010_1111_1000_100_0;
   				4'd15:Data <= 16'b0010_1111_1000_100_0;
   				default : Data <= 16'b0000_0000_0000_100_0;
   				endcase
                end
            else if(channel == 2'd2)
            	begin
                Data <= ((TIG_mode<<11 & 12'b1000_0000_0000) + (TIG_mode<<9 & 12'b0100_0000_0000) + (TIG_mode<<7 & 12'b0010_0000_0000) + (TIG_mode<<5 & 12'b0001_0000_0000) + (TIG_mode<<3 & 12'b0000_1000_0000) + (TIG_mode<<11 & 12'b1000_0000_0000) + (TIG_mode<<1 & 12'b000_0100_0000) + (TIG_mode>>11 & 12'b0000_0000_0001) + (TIG_mode>>9 & 12'b0000_0000_0010) + (TIG_mode>>7 & 12'b0000_0000_0100) + (TIG_mode>>5 & 12'b0000_0000_1000) + (TIG_mode>>3 & 12'b0000_0001_0000) + (TIG_mode>>1 & 12'b0000_0010_0000))*16+4;
                end    
            end
        else
        	begin
            key_flag <= 1'b0;
            flag_cnt <= flag_cnt + 1'b1;
            end
        end
always@(posedge sys_clk or negedge sys_rst_n)        
    if(sys_rst_n == 0)
        state <= IDLE;
    else
        case(state)
            IDLE    :   if(key_flag == 1)state <= WREN;      
            WREN    :   if(cnt_byte == 4'd2 && cnt_clk3 == 2'd3)state <= IDLE;
            default :   state <= IDLE;
        endcase    
always@(posedge sys_clk or negedge sys_rst_n) 
    if(sys_rst_n == 0)
        cnt_clk1 <= 2'd0;
    else if(state != IDLE && cnt_byte == 4'd0)
        cnt_clk1 <= cnt_clk1 + 1;
always@(posedge sys_clk or negedge sys_rst_n)       
    if(sys_rst_n == 0)
        cnt_clk2 <= 6'd0;
    else if(state != IDLE && cnt_byte == 4'd1)
        cnt_clk2 <= cnt_clk2 + 1;       
always@(posedge sys_clk or negedge sys_rst_n) 
    if(sys_rst_n == 0)
        cnt_clk3 <= 2'd0;
    else if(state != IDLE && cnt_byte == 4'd2)
        cnt_clk3 <= cnt_clk3 + 1;
always@(posedge sys_clk or negedge sys_rst_n)        
    if(sys_rst_n == 0)
        cnt_byte <= 0;
    else if(cnt_byte == 4'd0 && cnt_clk1 == 2'd3)
        cnt_byte <= 1;
    else if(cnt_byte == 4'd1 && cnt_clk2 == 6'd63)
        cnt_byte <= 2;
    else if(cnt_byte == 4'd2 && cnt_clk3 == 2'd3)
        cnt_byte <= 0;         
always@(posedge sys_clk or negedge sys_rst_n)        
    if(sys_rst_n == 0)
        cnt_sck <= 2'd0;
    else if(state == WREN && cnt_byte == 4'd1)
        cnt_sck <= cnt_sck + 1;
always@(posedge sys_clk or negedge sys_rst_n)        
    if(sys_rst_n == 0)        
        cnt_bit <= 3'b0;
    else if(cnt_sck == 2'd2)        
        cnt_bit <= cnt_bit + 1'b1;
always@(posedge sys_clk or negedge sys_rst_n)        
    if(sys_rst_n == 0)
        SYNC <= 1;
    else if(key_flag == 1)
        SYNC <= 0;
    else if(cnt_byte == 4'd2 && cnt_clk3 == 2'd3 && state == WREN)
        SYNC <= 1;
always@(posedge sys_clk or negedge sys_rst_n)        
    if(sys_rst_n == 0)
        DIN <= 0;
    else if(state == WREN && cnt_byte == 4'd2)
        DIN <= 0;
    else if(state == WREN && cnt_byte == 4'd1 && cnt_sck == 2'd0)
        DIN <= Data[cnt_bit];
always@(posedge sys_clk or negedge sys_rst_n) 
    if(sys_rst_n == 0)
        SCLK  <= 1;
    else if(cnt_sck == 2'd0)
        SCLK  <= 1;
    else if(cnt_sck == 2'd2)
        SCLK  <= 0;
endmodule
==> design/flow/run.sh <==
#!/bin/bash
# OpenROAD 26Q1-2900-gdf79404cd8, Yosys 0.63+post, stock flow scripts
make -C /OpenROAD-flow-scripts/flow DESIGN_CONFIG=/design/flow/config.mk WORK_HOME=/design/flow/orfs finish
==> design/flow/config.mk <==
export PLATFORM = sky130hd
export DESIGN_NAME = DAC
export DESIGN_NICKNAME = DAC
export VERILOG_FILES = /design/flow/design.v
export SDC_FILE = /design/flow/constraint.sdc
export NUM_CORES = 4
export LEC_CHECK = 1
export CORE_UTILIZATION = 50
==> design/flow/constraint.sdc <==
current_design DAC

set clk_period 4.9
set clk_io_pct 0.2

create_clock -name clk0 -period $clk_period [get_ports {sys_clk}]

set non_clock_inputs [all_inputs -no_clocks]
set_input_delay [expr $clk_period * $clk_io_pct] -clock clk0 $non_clock_inputs
set_output_delay [expr $clk_period * $clk_io_pct] -clock clk0 [all_outputs]
==> impl_metrics.yaml <==
# flow metrics
global_routing:
  gr-total-overflow: 0
  grt_pass1_wl_um: 11100
  grt.total_usage: 0.192
  antenna_found_initial: 0
  grt_max_degree: 53
  grt_pass1_vias: 2285
clocking:
  path_clk_slew_ns: 0.08
  cts_root_buf: "clkbuf_8"
  cts_tree: "done"
  clock_latency_ns: 0.34
  numCtsBuffers: 9
  cts_hold_buffers: 0
  post_cts_buffers: 0
  clk_path_buf_depth: 2
  cts_resized: 0
  cts_sinks: 68
  cts_max_level: 3
critical_path:
  arrival_ns: 2.84
  worstPathRequired_ns: 4.98
  r2r_slack_ns: 2.54
  worstReg2RegStart: "flag_cnt[0]"
  cp_slowest_cell: "clkdlybuf4s50_1"
  cp_top_family: "buffers and inverters"
  cp_num_buf_inv: 2
  reg2reg_to: "Data[7]"
  path_cells: "clkdlybuf4s50_1 > inv_1 > ha_1 > nor2_1 > a21oi_1 > o22ai_1 > a211o_1"
  criticalPathCategory: "in2reg"
  r2r_cells: 8
  path_max_fanout: 11
  cp-end-kind: "flip-flop"
  start_kind: "input port"
  crit_path_max_incr_delay_ns: 0.71
synthesis:
  ys_seq_share: 0.468
  yosys.area_share.simple: 0.157
  yosys-top-cells-area: "dfrtp_1 31%, edfxtp_1 13%, ha_1 8.9%, xnor2_1 5.1%, nand2_1 3.2%"
  synth_warnings: 1
  synth_area_um2: 3810
  logic_family: "simple AND/OR/NAND/NOR gates"
  edf_count: 16
  syn_avg_cell_area_um2: 10.4
  yosys_area_um2: 3810
  synthAoiAreaFrac: 0.107
  numSynthFlops: 68
  synthArstFlopShare: 0.765
  adder_share: 0.0886
  xor_area_frac: 0.0804
  ys_sh_mux: 0.0590
  top_area_frac: 0.315
  yosys_cells: 366
  netlist-cell-type-count: 51
  postSynthCellCount: 366
  top_area_cell: "dfrtp_1"
  synth_top_flop_cell: "dfrtp_1"
die:
  row_count: 31
  ios: 26
  die-height_um: 89.4
  fp_util: 0.520
  core_area_um2: 7330
  dieArea_um2: 7980
  die-width_um: 89.4
place:
  dp_cells: 478
  place_area_um2: 4130
  place_congestion: 0.898
  port_buffers: 23
  dp_hpwl_um: 4920
drt:
  antenna_left: 0
  viasPerCell: 5.31
  vias: 2624
  diodes: 0
  first_pass_iters: 5
  wl_um: 6860
  drtIter0Drc: 104
  drcViolationCount: 0
  routedWlPerCell_um: 13.9
hold_path:
  hold_end: "SYNC"
  min_path_type: "reg2reg"
  whs_path_depth: 1
  hp-start: "key_flag"
layout:
  most-common-layout-cells: "48 x dfrtp_1, 33 x nand2_1, 27 x nor2_1, 27 x ha_1, 24 x inv_1"
  layout.cells.most_common: "dfrtp_1"
  fillers: 607
  layout.area.seq_um2: 1790
  instances_no_fill: 494
  syn_to_final_growth_pct: 12.7
  final_area_um2: 4300
  logic_area_um2: 1880
  drive_gt1_frac: 0.0937
final_timing:
  clock.fmax_mhz: 363
  fin_tns_setup_ns: 0
  tightest_slew_ns: 0.649
  skew_ns: 0.0118
  setup_violations: 0
  slew-limit-headroom: 0.567
  period_used_share: 0.563
  rsz0062_at_grt: "false"
  hold_slack_ns: 0.416
  finalCriticalPeriod_ns: 2.76
  final_hold_viol_count: 0
  drv_slew: 0
job:
  cap_violations: 0
  warnings: 43
power:
  p_switching_uw: 263
  max-vdd-ir-drop_mv: 0.180
  p_leak_nw: 1.89
  clkPwrFrac: 0.376
  seq_power_share: 0.548
  p_int_uw: 795
  sw_frac_of_total: 0.248
  p_comb_frac: 0.076
  power_density_nw_per_um2: 246
outcome:
  status: "finished, final reports clean"
## logic make-up (layout without fill, tap and decap cells)
family / count (synthesis) / count (layout)
AOI/OAI and AO/OA: 64 / 64
buffers and inverters: 38 / 67
other: 1 / 1
xor gates and xnor gates: 35 / 35
and+or+nand+nor: 116 / 116
muxes: 17 / 17
adders and majority gates: 27 / 27
DFF: 68 / 68
## stage by stage
step	total power, mW	utilization	worst slack (ns)
global placement	0.672	0.564	1.81
global route	1.11	0.586	2.04
floorplan	0.634	-	2.43
finish	1.06	0.586	2.14
CTS	1.07	0.586	2.18
detailed placement	0.672	0.564	1.82
## Yosys cell counts (7+ instances only)
cell	number
a21oi_1	13
and2_1	7
clkbuf_1	10
dfrtp_1	48
edfxtp_1	16
ha_1	27
inv_1	24
mux2i_1	9
nand2_1	33
nand3_1	11
nand4_1	11
nor2_1	27
o21ai_0	21
xnor2_1	22
xor2_1	13
## area by class of cell
type | count | share of cell area
clock buffer | 9 | 0.0288
clock inverter | 7 | 0.00990
inverter | 25 | 0.0218
multi-input combinational | 260 | 0.437
sequential | 68 | 0.416
tap | 99 | 0.0288
timing repair buffer | 26 | 0.0576
## power groups by stage
stage | registers, mW | clock network, mW | logic [mW]
after global routing | 0.580 | 0.441 | 0.0916
final | 0.580 | 0.398 | 0.0803
after CTS | 0.580 | 0.413 | 0.0810
## worst register-to-register path, stage by stage, from the launching register on
cell      delay, ns
dfrtp_1        0.43
inv_1          0.08
ha_1           0.13
nor4bb_1       0.42
nand4_1        0.19
nor4_2         0.18
and2_1         0.24
nor2b_1        0.15
buf_4          0.22
## metal layers
| metal | wire length, um | share of wire | vias to the layer above | track usage |
|---|---|---|---|---|
| li1 | - | - | 1334 | - |
| met3 | 250 | 0.036 | 7 | 0.0478 |
| met4 | 99 | 0.014 | 0 | 0.0245 |
| met1 | 3650 | 0.53 | 1233 | 0.336 |
| met5 | 0 | 0 | - | 0 |
| met2 | 2860 | 0.42 | 50 | 0.260 |
## flip-flops by register name, summed over array words and instances (netlist names)
register,cells
cnt_clk1,2
cnt_clk3,2
cnt_sck,2
Data,14
SYNC,1
cnt_clk2,6
cnt_bit,4
channel,2
key_flag,1
state,2
cnt_byte,3
SCLK,1
flag_cnt,27
DIN,1
## worst max path at each step
stage	startpoint	endpoint	slack, ns	cells after the start
4_1_cts	DA1_mode[1]	Data[11]	2.18	7
5_1_grt	DA1_mode[1]	Data[11]	2.04	7
6_report	DA1_mode[1]	Data[11]	2.14	7
Power figures rest on the tool's default switching activity, not on a simulated workload.
