<file path="flow/config.mk">
export PLATFORM = sky130hd
export DESIGN_NAME = KEY
export DESIGN_NICKNAME = KEY
export VERILOG_FILES = /design/flow/design.v
export SDC_FILE = /design/flow/constraint.sdc
export NUM_CORES = 4
export LEC_CHECK = 1
export CORE_UTILIZATION = 50
</file>
<file path="flow/constraint.sdc">
current_design KEY

set clk_period 3.0
set clk_io_pct 0.2

create_clock -name clk0 -period $clk_period [get_ports {CLK_5}]
create_clock -name clk1 -period $clk_period [get_ports {sys_clk}]

set non_clock_inputs [all_inputs -no_clocks]
set_input_delay [expr $clk_period * $clk_io_pct] -clock clk0 $non_clock_inputs
set_output_delay [expr $clk_period * $clk_io_pct] -clock clk0 [all_outputs]
</file>
<file path="flow/design.v">
module KEY
(
    input wire 			sys_clk,
    input wire 			CLK_5,
    input wire			CH1_A,
    input wire			CH1_B,
    input wire 			CH2_A,
    input wire 			CH2_B,
    input wire 			X_A,
    input wire 			X_B,
    input wire 			TIG_A,
    input wire 			TIG_B,
    input wire 			SAVE_key,
    input wire 			READ_key,
    input wire 			STOP_key,
    input wire 			Single_key,
    input wire 			ADC1_ouhe,
    input wire 			ADC2_ouhe,
    input wire 			bianyan_key,
    output wire [3:0] 	CH1_num,
    output wire [3:0] 	CH2_num,
    output wire [3:0] 	X_num,
    output wire [11:0] 	TIG_num,
    output reg 			SAVE_flag,
    output reg 			READ_flag,
    output reg 			STOP_flag,
    output reg 			Single_flag,
    output reg 			ADC1_ouhe_mode = 1,
    output reg 			ADC2_ouhe_mode = 1,
    output reg 			bianyan_flag,
    output reg [1:0]	REALY_AD1,
    output reg [1:0]	REALY_AD2
);
reg bianyan_flag_t;
reg ADC1_ouhe_t;
reg ADC2_ouhe_t;
always@(posedge CLK_5)
begin
SAVE_flag <= SAVE_key;
READ_flag <= READ_key;
STOP_flag <= STOP_key;
Single_flag <= Single_key;
ADC1_ouhe_t <= ADC1_ouhe;
ADC2_ouhe_t <= ADC2_ouhe;
bianyan_flag_t <= bianyan_key;
end
always@(posedge bianyan_flag_t)
begin
bianyan_flag <= ~bianyan_flag;
end
always@(posedge ADC1_ouhe_t)
begin
ADC1_ouhe_mode <= ~ADC1_ouhe_mode;
end
always@(posedge ADC2_ouhe_t)
begin
ADC2_ouhe_mode <= ~ADC2_ouhe_mode;
end
always@(posedge sys_clk) 
	begin
    case(CH1_num)
    	4'd0:REALY_AD1 <= 2'b11;
        4'd1:REALY_AD1 <= 2'b11;
        4'd2:REALY_AD1 <= 2'b11;
        4'd3:REALY_AD1 <= 2'b11;
        4'd4:REALY_AD1 <= 2'b01;
        4'd5:REALY_AD1 <= 2'b01;
        4'd6:REALY_AD1 <= 2'b10;
        4'd7:REALY_AD1 <= 2'b10;
        4'd8:REALY_AD1 <= 2'b10;
        4'd9:REALY_AD1 <= 2'b00;
        4'd10:REALY_AD1 <=2'b00;
        4'd11:REALY_AD1 <=2'b00;
        4'd12:REALY_AD1 <=2'b00;
        4'd13:REALY_AD1 <=2'b00;
        4'd14:REALY_AD1 <=2'b00;
        4'd15:REALY_AD1 <=2'b00; 
        default : REALY_AD1 <= 2'b11;
        endcase
    end
always@(posedge sys_clk) 
	begin
    case(CH2_num)
    	4'd0:REALY_AD2 <= 2'b11;
        4'd1:REALY_AD2 <= 2'b11;
        4'd2:REALY_AD2 <= 2'b11;
        4'd3:REALY_AD2 <= 2'b11;
        4'd4:REALY_AD2 <= 2'b01;
        4'd5:REALY_AD2 <= 2'b01;
        4'd6:REALY_AD2 <= 2'b10;
        4'd7:REALY_AD2 <= 2'b10;
        4'd8:REALY_AD2 <= 2'b10;
        4'd9:REALY_AD2 <= 2'b00;
        4'd10:REALY_AD2 <=2'b00;
        4'd11:REALY_AD2 <=2'b00;
        4'd12:REALY_AD2 <= 2'b00;
        4'd13:REALY_AD2 <= 2'b00;
        4'd14:REALY_AD2 <= 2'b00;
        4'd15:REALY_AD2 <= 2'b00; 
        default : REALY_AD2 <= 2'b11;
        endcase
    end
bianmaqi	bianmaqi_init1
(.clk(sys_clk),.a(CH1_A),.b(CH1_B),.num(CH1_num));
bianmaqi	bianmaqi_init2
(.clk(sys_clk),.a(CH2_A),.b(CH2_B),.num(CH2_num));
bianmaqi	bianmaqi_init3
(.clk(sys_clk),.a(X_A),.b(X_B),.num(X_num));
bianmaqi_dingzhi	bianmaqi_init4
(.clk(sys_clk),.a(TIG_A),.b(TIG_B),.num(TIG_num));
endmodule
module bianmaqi(input clk,input a,input b,output reg [3:0]num);
wire clk1; 
wire clk2; 
wire a1;
wire b1;
initial
begin
num <= 4'd6;
end
clock #(.pam(16'd49999)) clock1(
.clk(clk),
.clk1(clk1)
);
clock #(.pam(20'd999999)) clock2(
.clk(clk),
.clk1(clk2)
);
xiaodou xiaodou_init1(
.clk(clk1),
.in(a),
.out(a1)
);
xiaodou xiaodou_init2(
.clk(clk1),
.in(b),
.out(b1)
);
always@(posedge a1)
if(b1)
begin
if(num <4'd15)
num=num+1;
end
else
begin
if(num > 1'b0)
	begin
	num=num-1'b1;
    end
end
endmodule
module bianmaqi_dingzhi(input clk,input a,input b,output reg [11:0]num);
wire clk1; 
wire clk2; 
wire a1;
wire b1;
initial
begin
num <= 12'b0111_1111_1111;
end
clock #(.pam(16'd49999)) clock1(
.clk(clk),
.clk1(clk1)
);
clock #(.pam(20'd999999)) clock2(
.clk(clk),
.clk1(clk2)
);
xiaodou xiaodou_init1(
.clk(clk1),
.in(a),
.out(a1)
);
xiaodou xiaodou_init2(
.clk(clk1),
.in(b),
.out(b1)
);
always@(posedge a1)
if(b1)
begin
if(num <12'd3996)
num=num+7'd100;
end
else
begin
if(num > 12'd99)
	begin
	num=num-7'd100;
    end
end
endmodule
module clock
#(parameter pam = 10'd10)
(input wire clk,output reg clk1);
reg [31:0]fenpin;
always@(posedge clk)
if(fenpin>=pam)
begin
clk1=~clk1;
fenpin<=0;
end
else
fenpin<=fenpin+1;
endmodule
module xiaodou(input clk,input in,output reg out);
reg flag=1'd0;
always@(posedge clk)
begin
out=flag|in;
flag<=in;
end
endmodule
</file>
<file path="flow/run.sh">
#!/bin/bash
# OpenROAD 26Q1-2900-gdf79404cd8, Yosys 0.63+post, stock flow scripts
make -C /OpenROAD-flow-scripts/flow DESIGN_CONFIG=/design/flow/config.mk WORK_HOME=/design/flow/orfs finish
</file>
==> design notes <==
The flow ran to the end, and the final reports show no timing, DRC or antenna violations. Relative contribution of combinational cells to total power: 0.9%. The element type at the critical path start is a flop. Traced cell by cell, the critical path runs through ha_1 -> a311o_1 -> a21oi_1 -> o21ai_1 -> a31o_1. The logs give 3947 for the total number of vias and 0 for the number of antenna-violating nets in the routed design. Per the run summary, max-cap violations total 0. The run gives 116 um for the floorplan die height. The number of cell rows was 41.

The area growth from synthesis to layout is 23.2%. Per STA, the highest per-stage delay on the worst path measures 540 ps. Per the repair_timing log after CTS, setup buffers inserted total 0.

The tools report the final-report setup violation count as 0. The logs give 41 for the number of register pins that no clock reaches and 3717 for the number of global-route vias before repair. The number of buffers and inverters on the critical path is 0.

Global routing finished with a remaining overflow of 0. Global routing consumed, over all layers together, 15.6% of the routing resources. The leakage component of the power was reported as 0.00316 uW.

Initial standard-cell utilization of the core: 51.3%. The filler cells instantiated in the layout total 960. After layout, the setup clock skew is reported as 6.06 ps.

Antenna repair during routing inserted a diode count of 0. Per the OpenROAD power report, switching power amounts to 843 uW. Pins over their slew limit in the final report were tallied at 0. Synthesized chip area reported by yosys: 6440 sq um. Averaged over all synthesized cells, the footprint is 11.4 sq um. The largest delay contributor family on the critical path is AND-OR/OR-AND gates. Max fanout on the critical path was recorded as 17. The worst hold-check slack is 441 ps, and the post-synth tally of flip-flops with integrated enable is 26. The count of cells resized by post-cts repair is 0. The tools report the global-route wire length before repair as 16100 um. The internal power of the cells totals 3370 uW. By startpoint and endpoint, the worst setup path is classified as flop to flop. Cells with a size suffix above 1 make up 6.68% of the layout. The worst setup margin was 1070 ps. The logs give 0 ps for the setup TNS and 1980 ps for the data arrival time at the worst-slack endpoint.

For the core region area, the log shows 12600 sq um. The die is 116 um wide. The register area was 3940 sq um; the total wire length was 8980 um. The logs give 6200 um for the HPWL reported at the end of detailed placement and 2530 sq um for the area taken by multi-input logic gates. The tools report the number of unconstrained endpoints as 92. Prior to clock tree synthesis, the placed netlist has a worst setup slack of 1070 ps. The final weighted congestion recorded by global placement is 0.830. The count of buffers from port buffering works out to 48. The synth_stat.txt file lists the number of cells as 567. Hold repair after CTS inserted 0 buffers.

The most used flip-flop cell is dfxtp_1. The OpenROAD warning count was 26. With the data required time at the worst endpoint at 3040 ps, the count of TritonRoute iterations in the first routing pass is 4.

The die outline area was 13300 sq um. For the largest vdd supply drop, the log shows 0.517 mV. The warning tally printed by Yosys for this design is 6. Looking at the worst setup and hold paths, the clock pins of their registers show a slew of 60 ps. The floorplan report gives the top-level pin count as 52.

Entering global routing, the biggest net connects 18 pins. The number of antenna violations at the first check in global routing is 0. Worst-path cell with the longest stage delay: a31o_1.

The number of hold violations in the final report was 0. The synthesis report gives the async set-or-reset register share as 0%. The slew of the pin with the lowest slew margin is 669 ps. The number of different library cells in the post-synthesis netlist is 40. For this run, the register share of the synthesized area comes to 61.2%.

Class of the most critical hold timing path: flop to flop. For the fraction of power consumed by the clock network, the log shows 52.2%. The slew check shows that the tightest pin keeps a relative margin of 54.8%.

STA classifies the critical path endpoint as a flop. TritonRoute output was used to compute an average wire per cell of 10.2 um. Synthesis handed over a netlist of 567 instances. The tools report the count of unresolved DRC violations after routing as 0. TritonCTS built the clock tree. Before any placement, the netlist area is recorded as 6440 sq um. The switching power as a share of total power is 20.0%, and the detailed-route vias per instance is 4.51. The run gives 180 for the violation count after the first detailed-routing iteration.

The report lists the power per cell area as 531 nW/um^2. The number of synthesized register bits works out to 184. The sequential cell fraction of total power came out at 46.9%.

Setup repair after global routing left no endpoint under its margin.
[state kept, by name (all words and copies together) (netlist names), 2 cells and up]
register                      cells
REALY_AD1                         2
REALY_AD2                         2
bianmaqi_init1.clock1.fenpin     32
bianmaqi_init1.num                4
bianmaqi_init2.clock1.fenpin     32
bianmaqi_init2.num                4
bianmaqi_init3.clock1.fenpin     32
bianmaqi_init3.num                4
bianmaqi_init4.clock1.fenpin     32
bianmaqi_init4.num               10
[placed cells by master, fill, tap and decap left out, drive strengths merged, types with 2 or more instances in the layout]
master	instances
a21oi	16
xor2	40
xnor2	34
dfxtp	158
a311o	4
conb	66
a31oi	3
edfxtp	26
fa	4
clkinvlp	2
a31o	4
clkbuf	22
o21ai	5
ha	18
nor4	24
nand3	25
nand4	14
and2	2
clkdlybuf4s50	48
nor3	6
nor2	77
and4	5
clkinv	3
a21o	6
or2	10
inv	33
and3	16
nor2b	2
nand2	20
[stage by stage]
step	util, %	cell area [sq um]	total power, uW	std cells
3_5_place_dp	57.9	7270	2060	841
5_1_grt	63.1	7930	4380	876
4_1_cts	63.1	7930	4270	876
2_1_floorplan	-	6680	2030	631
6_report	63.1	7930	4210	876
3_3_place_gp	57.9	7270	2050	841
[final cells by class]
| type | count | share of cell area, % |
|---|---|---|
| flip-flops and latches | 184 | 49.7 |
| clock buffers | 22 | 6.67 |
| inverters | 26 | 1.23 |
| well taps | 172 | 2.71 |
| repair buffers | 49 | 6.15 |
| clock inverters | 13 | 1.66 |
| multi-input cells | 410 | 31.9 |
[power by group through the flow]
stage | Sequential (uW) | Clock [uW] | Combinational, uW
4_1_cts | 1980 | 2250 | 41.0
5_1_grt | 1980 | 2360 | 47.9
6_report | 1980 | 2200 | 39.7
[layer usage]
layer	share of wire, %	track usage (%)	vias to the layer above
met5	0	0	-
met4	0.99	1.56	0
met3	3.7	3.78	7
met2	45	23.6	52
met1	51	25.1	1763
li1	-	-	2125
[cell usage after synthesis (2+ instances only)]
| master | number | area, sq um |
|---|---|---|
| nor3_1 | 6 | 30.0 |
| nand4_1 | 14 | 87.6 |
| ha_1 | 18 | 225 |
| buf_4 | 2 | 15.0 |
| conb_1 | 2 | 7.51 |
| nor4_1 | 24 | 150 |
| dfxtp_1 | 158 | 3160 |
| or2_2 | 10 | 62.6 |
| nand2_1 | 20 | 75.1 |
| and2_1 | 2 | 12.5 |
| a31oi_1 | 3 | 18.8 |
| nor2b_1 | 2 | 12.5 |
| inv_1 | 26 | 97.6 |
| nand3_1 | 25 | 125 |
| a21oi_1 | 16 | 80.1 |
| and4_1 | 5 | 43.8 |
| a311o_1 | 4 | 40.0 |
| o21ai_1 | 4 | 20.0 |
| a31o_1 | 3 | 26.3 |
| a21o_1 | 6 | 45.0 |
| buf_6 | 7 | 78.8 |
| xor2_1 | 40 | 350 |
| xnor2_1 | 34 | 298 |
| and3_1 | 16 | 100 |
| nor2_1 | 77 | 289 |
| fa_1 | 4 | 80.1 |
| edfxtp_1 | 26 | 781 |
[final timing paths]
path / from / end / slack (ps) / depth (start not counted)
worst max-delay path: bianmaqi_init4.clock1.fenpin[0]$_SDFF_PP0_ / bianmaqi_init4.clock1.clk1$_DFFE_PP_ / 1070 / 5
worst max register to register: bianmaqi_init4.clock1.fenpin[0]$_SDFF_PP0_ / bianmaqi_init4.clock1.clk1$_DFFE_PP_ / 1070 / 5
max in group clk0: REALY_AD1[0]$_SDFF_PP0_ / REALY_AD1[0] / 1240 / 1
min in group clk0: bianyan_key / bianyan_flag_t$_DFF_P_ / 820 / 1
worst min register to register: bianmaqi_init2.clock1.fenpin[0]$_SDFF_PP0_ / bianmaqi_init2.clock1.fenpin[0]$_SDFF_PP0_ / 440 / 1
worst min-delay path: bianmaqi_init2.clock1.fenpin[0]$_SDFF_PP0_ / bianmaqi_init2.clock1.fenpin[0]$_SDFF_PP0_ / 440 / 1
[worst reg2reg max path, cell delays in order (launching register included)]
cell     delay (ps)
dfxtp_1         380
ha_1            280
a311o_1         190
a21oi_1          70
o21ai_1         120
a31o_1          540
[cells by family (layout without fill, tap and decap cells)]
group	count (synthesis)	in the layout	share of synthesized area, %
adders and majority gates	22	22	4.74
xor gates and xnor gates	74	74	10.1
and+or+nand+nor	202	202	15.5
buffers and inverters	37	110	3.26
AOI/OAI and AO/OA	46	46	5.15
other	2	66	0.117
DFF	184	184	61.2
No activity file was given, so power comes from the tool's default toggle rates.
